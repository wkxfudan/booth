`flow/constraint.sdc`:
```
current_design booth_fsm

set clk_period 9.0
set clk_io_pct 0.2

create_clock -name clk0 -period $clk_period [get_ports {clk}]

set non_clock_inputs [all_inputs -no_clocks]
set_input_delay [expr $clk_period * $clk_io_pct] -clock clk0 $non_clock_inputs
set_output_delay [expr $clk_period * $clk_io_pct] -clock clk0 [all_outputs]
```
`flow/run.sh`:
```
#!/bin/bash
# OpenROAD 26Q1-2900-gdf79404cd8, Yosys 0.63+post, stock flow scripts
make -C /OpenROAD-flow-scripts/flow DESIGN_CONFIG=/design/flow/config.mk WORK_HOME=/design/flow/orfs finish
```
`flow/config.mk`:
```
export PLATFORM = sky130hd
export DESIGN_NAME = booth_fsm
export DESIGN_NICKNAME = booth_fsm
export VERILOG_FILES = /design/flow/design.v
export SDC_FILE = /design/flow/constraint.sdc
export NUM_CORES = 4
export LEC_CHECK = 1
export CORE_UTILIZATION = 50
```
`flow/design.v`:
```
`timescale 1ns/1ps
module booth_fsm
# (parameter DATAWIDTH = 32)
(
  input                        clk,
  input                        rstn,
  input                        en,
  input        [DATAWIDTH-1:0] multiplier,                            
  input        [DATAWIDTH-1:0] multiplicand,
  output reg                   done,
  output reg [2*DATAWIDTH-1:0] product
);
parameter   IDLE   = 2'b00,
            ADD    = 2'b01,
            SHIFT  = 2'b11,
            OUTPUT = 2'b10;
reg  [1:0]              current_state, next_state;   
reg  [2*DATAWIDTH+1:0]  a_reg,s_reg,p_reg,sum_reg;   
reg  [DATAWIDTH-1:0]    iter_cnt;                    
wire [DATAWIDTH:0]      multiplier_neg;              
wire [2*DATAWIDTH+1:0]  data_in1,data_in2,sum;
adder_66 adder1(
  .A(data_in1),
  .B(data_in2),
  .S(sum),
  .c66()
);
always @(posedge clk or negedge rstn)
  if (!rstn) current_state <= IDLE;
  else current_state <= next_state;
always @(*) begin
  next_state = 2'bx;
  case (current_state)
    IDLE  : if (en) next_state <= ADD;
            else    next_state <= IDLE;
    ADD   : next_state <= SHIFT;
    SHIFT : if (iter_cnt==DATAWIDTH) next_state <= OUTPUT;
            else            next_state <= ADD;
    OUTPUT: next_state <= IDLE;
  endcase
end
assign multiplier_neg = -{multiplier[DATAWIDTH-1],multiplier}; 
assign data_in1 =     p_reg;
assign data_in2 =    (p_reg[1:0]==2'b01)?a_reg: 
                     (p_reg[1:0]==2'b10)?s_reg: 
                                      0;        
always @(posedge clk or negedge rstn) begin
  if (!rstn) begin
    {a_reg,s_reg,p_reg,iter_cnt,done,sum_reg,product} <= 0;
  end else begin
  case (current_state)
    IDLE :  begin
      a_reg    <= {multiplier[DATAWIDTH-1],multiplier,{(DATAWIDTH+1){1'b0}}};
      s_reg    <= {multiplier_neg,{(DATAWIDTH+1){1'b0}}};
      p_reg    <= {{(DATAWIDTH+1){1'b0}},multiplicand,1'b0};
      iter_cnt <= 0;
      done     <= 1'b0;
    end
    ADD  :  begin
      sum_reg <= sum;
      iter_cnt <= iter_cnt + 1;
    end
    SHIFT :  begin
      p_reg <= {sum_reg[2*DATAWIDTH+1],sum_reg[2*DATAWIDTH+1:1]};  
    end
    OUTPUT : begin
      product <= p_reg[2*DATAWIDTH:1];
      done <= 1'b1;
    end
  endcase
 end
end
endmodule
module adder(X,Y,Cin,F,Cout);
  input X,Y,Cin;
  output F,Cout;
  assign F = X ^ Y ^ Cin;
  assign Cout = (X ^ Y) & Cin | X & Y;
endmodule 
module CLA(c0,c1,c2,c3,c4,p1,p2,p3,p4,g1,g2,g3,g4);
	 input c0,g1,g2,g3,g4,p1,p2,p3,p4;
	 output c1,c2,c3,c4;
	 assign c1 = g1 ^ (p1 & c0),
	        c2 = g2 ^ (p2 & g1) ^ (p2 & p1 & c0),
			c3 = g3 ^ (p3 & g2) ^ (p3 & p2 & g1) ^ (p3 & p2 & p1 & c0),
			c4 = g4 ^ (p4 & g3) ^ (p4 & p3 & g2) ^ (p4 & p3 & p2 & g1) ^ (p4 & p3 & p2 & p1 & c0);
endmodule 
module adder_4(x,y,c0,c4,F,Gm,Pm);
      input [4:1] x;
	  input [4:1] y;
	  input c0;
	  output c4,Gm,Pm;
	  output [4:1] F;
	  wire p1,p2,p3,p4,g1,g2,g3,g4;
	  wire c1,c2,c3;
	  adder adder1(
	             .X(x[1]),
					 .Y(y[1]),
					 .Cin(c0),
					 .F(F[1]),
					 .Cout()
				);
	  adder adder2(
	             .X(x[2]),
					 .Y(y[2]),
					 .Cin(c1),
					 .F(F[2]),
					 .Cout()
				);	
	  adder adder3(
	             .X(x[3]),
					 .Y(y[3]),
					 .Cin(c2),
					 .F(F[3]),
					 .Cout()
				);
	  adder adder4(
	             .X(x[4]),
					 .Y(y[4]),
					 .Cin(c3),
					 .F(F[4]),
					 .Cout()
				);		
		CLA CLA(
			.c0(c0),
			.c1(c1),
			.c2(c2),
			.c3(c3),
			.c4(c4),
			.p1(p1),
			.p2(p2),
			.p3(p3),
			.p4(p4),
			.g1(g1),
			.g2(g2),
			.g3(g3),
			.g4(g4)
		);
  assign   p1 = x[1] ^ y[1],	  
           p2 = x[2] ^ y[2],
		   p3 = x[3] ^ y[3],
		   p4 = x[4] ^ y[4];
  assign   g1 = x[1] & y[1],
           g2 = x[2] & y[2],
		   g3 = x[3] & y[3],
		   g4 = x[4] & y[4];
  assign Pm = p1 & p2 & p3 & p4,
         Gm = g4 ^ (p4 & g3) ^ (p4 & p3 & g2) ^ (p4 & p3 & p2 & g1);
endmodule 
module adder_16(A,B,c0,c16,S,px,gx);
    input [16:1] A;
	input [16:1] B;
	input c0;
	output c16,gx,px;
	output [16:1] S;
	wire c4,c8,c12;
	wire Pm1,Gm1,Pm2,Gm2,Pm3,Gm3,Pm4,Gm4;
	adder_4 adder1(
	     .x(A[4:1]),
		  .y(B[4:1]),
		  .c0(c0),
		  .c4(),
		  .F(S[4:1]),
		  .Gm(Gm1),
		  .Pm(Pm1)
	);
	adder_4 adder2(
	     .x(A[8:5]),
		  .y(B[8:5]),
		  .c0(c4),
		  .c4(),
		  .F(S[8:5]),
		  .Gm(Gm2),
		  .Pm(Pm2)
	);
    adder_4 adder3(
	     .x(A[12:9]),
		  .y(B[12:9]),
		  .c0(c8),
		  .c4(),
		  .F(S[12:9]),
		  .Gm(Gm3),
		  .Pm(Pm3)
	);
    adder_4 adder4(
	     .x(A[16:13]),
		  .y(B[16:13]),
		  .c0(c12),
		  .c4(),
		  .F(S[16:13]),
		  .Gm(Gm4),
		  .Pm(Pm4)
	);
	CLA CLA(
		.c0(c0),
		.c1(c4),
		.c2(c8),
        .c3(c12),
		.c4(c16),
		.p1(Pm1),
		.p2(Pm2),
		.p3(Pm3),
		.p4(Pm4),
		.g1(Gm1),
		.g2(Gm2),
		.g3(Gm3),
		.g4(Gm4)
	);
    assign  px = Pm1 & Pm2 & Pm3 & Pm4,
	        gx = Gm4 ^ (Pm4 & Gm3) ^ (Pm4 & Pm3 & Gm2) ^ (Pm4 & Pm3 & Pm2 & Gm1);
endmodule 
module adder_64(A,B,c0,c64,S,px,gx);
     input [64:1] A;
	 input [64:1] B;
     input c0;
	 output [64:1] S;
	 output c64,px,gx;
	 wire px1,gx1,px2,gx2,px3,gx3,px4,gx4;
	 wire c16,c32,c48,c64;
  adder_16 adder1(
      .A(A[16:1]),
		.B(B[16:1]),
		.c0(c0),
        .c16(),
		.S(S[16:1]),
		.px(px1),
		.gx(gx1)
	);
  adder_16 adder2(
        .A(A[32:17]),
		  .B(B[32:17]),
		  .c0(c16),
          .c16(),
		  .S(S[32:17]),
		  .px(px2),
		  .gx(gx2)
	);
  adder_16 adder3(
      .A(A[48:33]),
		.B(B[48:33]),
		.c0(c32),
        .c16(),
		.S(S[48:33]),
		.px(px3),
		.gx(gx3)
	);
  adder_16 adder4(
        .A(A[64:49]),
		  .B(B[64:49]),
		  .c0(c48),
          .c16(),
		  .S(S[64:49]),
		  .px(px4),
		  .gx(gx4)
	);
	CLA CLA(
		.c0(c0),
		.c1(c16),
		.c2(c32),
		.c3(c48),
		.c4(c64),
		.p1(px1),
		.p2(px2),
		.p3(px3),
		.p4(px4),
		.g1(gx1),
		.g2(gx2),
		.g3(gx3),
		.g4(gx4)
	);
    assign  px = px1 & px2 & px3 & px4,
	        gx = gx4 ^ (px4 & gx3) ^ (px4 & px3 & gx2) ^ (px4 & px3 & px2 & gx1);
endmodule 
module adder_66 (
    input [66:1] A,
    input [66:1] B,
    output [66:1] S,
    output c66
);
wire c64,c65,px1, gx1;
adder_64 adder1(
        .A(A[64:1]),
		.B(B[64:1]),
		.c0(1'b0),
        .c64(c64),
		.S(S[64:1]),
		.px(px1),
		.gx(gx1)
    );
adder adder2(
        .X(A[65]),
		.Y(B[65]),
		.Cin(c64),
		.F(S[65]),
		.Cout(c65)
	);	
adder adder3(
        .X(A[66]),
		.Y(B[66]),
		.Cin(c65),
		.F(S[66]),
		.Cout(c66)
	);
endmodule
```
==> insert_results.sql <==
-- generated from flow reports
INSERT INTO impl_metrics (metric_group, metric, value, unit) VALUES
('run_status', 'status', 'completed', ''),
('floorplan', 'initial_core_util', '50.9', '%'),
('pwr', 'total_power', '5.18', 'mW'),
('global_routing', 'grt_start_max_net_pins', '89', ''),
('global_routing', 'met3_grt_util', '3.98', '%'),
('setup_path', 'critical_path.slowest_cell', 'sky130_fd_sc_hd__nor2b_2', ''),
('setup_path', 'worst-endpoint-required', '9.39', 'ns'),
('clock_tree', 'postCtsResizedCells', '0', ''),
('layout', 'logic_area', '6480', 'um^2'),
('global_routing', 'initial_antenna_violation_count', '0', ''),
('floorplan', 'placementRows', '61', ''),
('drt', 'num_antenna_cells', '0', ''),
('placement', 'gp_routability_congestion', '0.864', ''),
('global_routing', 'busiest_layer', 'met1', ''),
('synthesis', 'synth-edff-count', '0', ''),
('drt', 'first_pass_iters', '5', ''),
('final_timing', 'hold-worst-slack', '0.473', 'ns'),
('setup_path', 'path_cells', 'nor2b_2 > buf_4 > a22o_1 > ha_1 > a21boi_0 > o21a_1 > mux2i_1 > a21oi_1 > nor4_4 > xnor2_2 > a21oi_1 > or4_4 > a2111o_1 > o211a_2 > inv_1 > o21ai_0 > nand3_1 > mux2i_1 > xnor2_1 > fa_1 > xnor2_1 > xnor2_1 > mux2_2', ''),
('clock_tree', 'cts_setup_buffers', '0', ''),
('global_routing', 'grt_overflow', '0', ''),
('clock_tree', 'cts-htree-levels', '2', ''),
('global_routing', 'met1_usage', '38.7', '%'),
('synthesis', 'synth_cells', '1182', ''),
('drt', 'initialDrtViolationCount', '454', ''),
('synthesis', 'synth.cell_area', '14200', 'um^2'),
('drt', 'route.final.wire_length', '29.4', 'mm'),
('floorplan', 'pin_count', '132', ''),
('global_routing', 'grtUsageTotal', '22.6', '%'),
('setup_path', 'worst_ep_arrival', '6.75', 'ns'),
('clock_tree', 'clk_latency', '0.51', 'ns'),
('drt', 'route.vias.total', '9340', ''),
('synthesis', 'ff_type', 'sky130_fd_sc_hd__dfrtp_1', ''),
('layout', 'layout_top_cell', 'sky130_fd_sc_hd__dfrtp_1', ''),
('floorplan', 'floorplan.die_area', '29100', 'um^2'),
('final_timing', 'grt_setup_unrepaired', 'no', ''),
('global_routing', 'number_of_global_route_vias_before_repair', '9235', ''),
('layout', 'layout.filler_cells', '2223', ''),
('setup_path', 'path_max_fanout', '18', ''),
('clock_tree', 'clk_pin_slew', '0.06', 'ns'),
('drt', 'final_antenna_net_count', '0', ''),
('synthesis', 'synth.yosys.warnings', '1', ''),
('final_timing', 'finalWorstPathRequiredPeriod', '6.35', 'ns'),
('pwr', 'power.static_leakage', '7.40', 'nW'),
('synthesis', 'asyncSetResetFlopFracSynth', '100', '%'),
('placement', 'buffer_ports.inserted', '131', ''),
('clock_tree', 'cts_tree', 'yes', ''),
('pwr', 'ir_drop', '0.174', 'mV'),
('synthesis', 'sequential_area_share_after_synthesis', '52.0', '%'),
('clock_tree', 'cts_buffers', '34', ''),
('drt', 'remaining_drc_errors', '0', ''),
('pwr', 'power.density', '305', 'nW/um^2'),
('setup_path', 'timing.critical_path.max_delay_family', 'simple AND/OR/NAND/NOR gates', ''),
('final_timing', 'finalHoldViolCount', '0', ''),
('placement', 'place_area', '15900', 'um^2'),
('clock_tree', 'cts_sinks', '295', ''),
('drt', 'wl_per_cell', '17.3', 'um'),
('job', 'number_of_logged_tool_warnings', '26', ''),
('final_timing', 'worst_clock_skew', '0.0159', 'ns'),
('final_timing', 'worst-slew-pin-transition', '0.896', 'ns'),
('setup_path', 'crit_path_frequent_cell', 'sky130_fd_sc_hd__xnor2_1', ''),
('layout', 'sequential_cell_area', '7400', 'um^2'),
('final_timing', 'max-slew-margin-rel', '40.0', '%'),
('layout', 'share_of_final_layout_standard_cells_stronger_than_drive_strength_1', '20.3', '%'),
('floorplan', 'placeableCoreArea', '27900', 'um^2'),
('setup_path', 'peak_per_stage_delay_on_the_critical_path', '0.72', 'ns'),
('synthesis', 'synth-cells-yosys', '1182', ''),
('setup_path', 'crit_path_end_kind', 'register', ''),
('synthesis', 'yosys_chip_area', '14200', 'um^2'),
('global_routing', 'grt_pass1_wl', '49.4', 'mm'),
('setup_path', 'startpoint_class_of_the_critical_path', 'register', ''),
('final_timing', 'fin_tns_setup', '0', 'ns');
[cell families after synthesis]
family / share of synthesized area [%]
DFF: 52.0
AOI/OAI and AO/OA: 9.10
adders and majority gates: 4.27
xor gates and xnor gates: 5.03
muxes: 17.2
buffers and inverters: 2.34
and+or+nand+nor: 10.1
[through the flow]
step,instances,worst slack (ns)
after floorplan,1182,3.30
after global placement,1645,2.73
after detailed placement,1645,2.62
after CTS,1703,2.62
after global routing,1703,2.09
final,1703,2.65
[report_power, final]
group / leakage (nW) / switching [mW] / internal [mW]
logic: 3.08 / 0.718 / 0.934
registers: 3.77 / 0.366 / 1.79
clock network: 0.554 / 0.535 / 0.834
total: 7.40 / 1.62 / 3.56
[tightest hold or removal path, cell delays in order (launching register included)]
cell and delay, ns:
sky130_fd_sc_hd__dfrtp_1 0.33, sky130_fd_sc_hd__nand2_1 0.05, sky130_fd_sc_hd__o31ai_1 0.05
[path summary, 6_finish.rpt]
| path | from | endpoint | slack, ns | depth (start not counted) |
|---|---|---|---|---|
| worst max register to register | p_reg[1] | sum_reg[65] | 2.65 | 23 |
| worst max-delay path | p_reg[1] | sum_reg[65] | 2.65 | 23 |
| worst min-delay path | sum_reg[41] | p_reg[40] | 0.47 | 2 |
| worst min register to register | sum_reg[41] | p_reg[40] | 0.47 | 2 |
| max in group asynchronous | rstn | current_state[2] | 5.90 | 3 |
| min in group asynchronous | rstn | product[56] | 1.27 | 1 |
[area by class of cell]
type / count / area share (%)
Multi-Input combinational cell: 801 / 38.2
Timing Repair Buffer: 144 / 8.33
Inverter: 27 / 0.597
Clock inverter: 12 / 0.663
Sequential cell: 295 / 43.6
Clock buffer: 46 / 5.89
Tap cell: 378 / 2.79
[layer usage]
| metal | part of all wire [%] | routed length [um] |
|---|---|---|
| met5 | 0 | 0 |
| met4 | 1.7 | 499 |
| met1 | 50 | 14800 |
| met2 | 44 | 12900 |
| met3 | 4.0 | 1190 |
[Yosys cell counts, types with 4 or more instances]
master | instances | area (um^2)
sky130_fd_sc_hd__a22o_1 | 56 | 490
sky130_fd_sc_hd__buf_1 | 10 | 37.5
sky130_fd_sc_hd__nand2_1 | 87 | 327
sky130_fd_sc_hd__o211ai_1 | 5 | 37.5
sky130_fd_sc_hd__nand4_1 | 13 | 81.3
sky130_fd_sc_hd__xor2_1 | 22 | 193
sky130_fd_sc_hd__nand3_1 | 38 | 190
sky130_fd_sc_hd__a21boi_0 | 5 | 37.5
sky130_fd_sc_hd__o31ai_1 | 10 | 75.1
sky130_fd_sc_hd__fa_1 | 9 | 180
sky130_fd_sc_hd__nor3_1 | 15 | 75.1
sky130_fd_sc_hd__or2_2 | 6 | 37.5
sky130_fd_sc_hd__inv_1 | 27 | 101
sky130_fd_sc_hd__and3_1 | 8 | 50.1
sky130_fd_sc_hd__xnor2_1 | 55 | 482
sky130_fd_sc_hd__nand2b_1 | 7 | 43.8
sky130_fd_sc_hd__mux2_2 | 177 | 1990
sky130_fd_sc_hd__mux2i_1 | 44 | 440
sky130_fd_sc_hd__nor2b_1 | 7 | 43.8
sky130_fd_sc_hd__clkbuf_1 | 47 | 176
sky130_fd_sc_hd__o2111a_1 | 4 | 45.0
sky130_fd_sc_hd__a21oi_1 | 17 | 85.1
sky130_fd_sc_hd__or3_1 | 7 | 43.8
sky130_fd_sc_hd__and4_1 | 4 | 35.0
sky130_fd_sc_hd__and3b_1 | 8 | 70.1
sky130_fd_sc_hd__ha_1 | 34 | 425
sky130_fd_sc_hd__and2_1 | 6 | 37.5
sky130_fd_sc_hd__nor2_1 | 33 | 124
sky130_fd_sc_hd__o21ai_0 | 67 | 335
sky130_fd_sc_hd__nor4_1 | 12 | 75.1
sky130_fd_sc_hd__dfrtp_1 | 294 | 7360
Power figures rest on the tool's default switching activity, not on a simulated workload.
